### ./design.v
module alu #( parameter WIDTH=8) (in_a, in_b, a_is_zero, opcode, alu_out);
  input	 [WIDTH-1:0]	in_a;
  input  [WIDTH-1:0]	in_b;
  input	 [	   2:0] 	opcode;
  output reg			a_is_zero;
  output [WIDTH-1:0] 	alu_out;
  reg	 [WIDTH-1:0] 	alu_out;
  localparam  HLT = 0,
  			  SKZ = 1,
  			  ADD = 2,
  			  AND = 3,
  			  XOR = 4,
  			  LDA = 5,
  			  STO = 6,
  			  JMP = 7;
  always @ (*) begin
    a_is_zero = (in_a == 0);
    case(opcode)
      HLT :
        alu_out = in_a;
      SKZ :
        alu_out = in_a;
      ADD :
        alu_out = in_a + in_b;
      AND :
        alu_out = in_a & in_b;
      XOR :
        alu_out = in_a ^ in_b;
      LDA :
        alu_out = in_b;
      STO :
        alu_out = in_a;
      JMP :
        alu_out = in_a;
      default :
        alu_out = 0;
    endcase
  end
endmodule
### ./run.sh
#!/bin/bash
# OpenROAD 26Q1-2900-gdf79404cd8, Yosys 0.63+post, stock flow scripts
make -C /OpenROAD-flow-scripts/flow DESIGN_CONFIG=/design/flow/config.mk WORK_HOME=/design/flow/orfs finish
### ./config.mk
export PLATFORM = sky130hd
export DESIGN_NAME = alu
export DESIGN_NICKNAME = alu
export VERILOG_FILES = /design/flow/design.v
export SDC_FILE = /design/flow/constraint.sdc
export NUM_CORES = 4
export LEC_CHECK = 1
export CORE_AREA = 10 10 70 70
export DIE_AREA = 0 0 80 80
### ./constraint.sdc
current_design alu

set clk_period 4.3
set clk_io_pct 0.2

create_clock -name clk0 -period $clk_period

set non_clock_inputs [all_inputs -no_clocks]
set_input_delay [expr $clk_period * $clk_io_pct] -clock clk0 $non_clock_inputs
set_output_delay [expr $clk_period * $clk_io_pct] -clock clk0 [all_outputs]
==> flow_summary.toml <==
# yosys + openroad results
[run_status]
status = "finished clean"

[yosys]
avgSynthCellArea_um2 = 7.407
yosysWarnings = 1
syn_area_um2 = 829.5
top_area_frac = 0.1207
ys_chip_area_um2 = 829.5
topCellsByArea = "ha_1, mux2i_1, nand2_1"
postSynthSeqShare = 0
synthDistinctLibCells = 36
yosys.area.top_type = "ha_1"
ys_cells = 112
synthCells = 112

[drt]
vias = 931
routedWlPerCell_um = 13.35
vias_per_cell = 5.144
drcViolationCount = 0
drtPass1Iterations = 4
num_antenna_cells = 0
ant_nets = 0
wirelength_mm = 2.416
drtIter0Drc = 39

[global_routing]
grt_max_degree = 35
grt_pass1_vias = 828
overflow = 0
antenna_found_initial = 0
grt_pass1_wl_mm = 4.008
track_usage = 0.07346

[clock_network]
post_cts_resized = 0
post_cts_buffers = 0
hold_buffers = 0

[sta]
timing.fmax_ghz = 0.2518
slew_headroom = 0.6190
maxSlewViolCount = 0
finalSetupViolations = 0
layout_setup_ws_ns = 0.3287
tightest_slew_ns = 0.5571
timing.final.hold_violations = 0
rsz0062_at_grt = "false"
final.min_clock_period_ns = 3.971
worst_hold_slack_ns = 2.811
fin_crit_sh = 0.9236
fin_setup_tns_ns = 0

[finish]
syn_to_final_growth_pct = 36.80
nFillCells = 370
num-clock-buffers = 0
seq_cells = 0
register_area_um2 = 0
drive_above_1_share = 0.03704
final_cell_mix = "clkdlybuf4s50_1, nand2_1, mux2i_1"
layout_top_cell = "clkdlybuf4s50_1"

[min_path]
min_path_type = "input port to primary output"
holdCritStartpoint = "in_a[2]"

[pwr]
power.density_mw_per_mm2 = 108.7
p_sw_frac = 0.4461
internal_power_mw = 0.06833
p_leak_nw = 0.4421
seqPwrFrac = 0
clockPowerShare = 0
pwr-share-comb = 1.000
p_sw_mw = 0.05503
max-vdd-ir-drop_uv = 45.03

[place]
dp.final_hpwl_mm = 1.890
place.gp.congestion = 0.8600
pre_cts_ws_ns = 0.3060
io_buffers = 28

[run]
max_cap_violations = 0
warnings = 32

[die]
num_io_pins = 28
die_h_um = 80
die_area_mm2 = 0.006400
core_area_mm2 = 0.003416
row_count = 21
fp_util = 0.2429
die_w_um = 80

[setup_path]
arrival_ns = 3.11
crit_end = "alu_out[6]"
end_kind = "primary output"
required_ns = 3.44
critical_path_class = "input port to primary output"
cp-startpoint = "in_a[0]"
crit_path_start_kind = "input port"
worstPathMaxFanout = 4
## synthesized netlist by cell type (2+ instances only)
cell      number
clkbuf_1       3
o22ai_1        2
nor2b_1        3
a311o_1        2
nand3_1        4
o21ai_1        3
a311oi_1       2
buf_6          3
nand2_1       15
nor2_1         2
nand2b_1       3
nor4b_2        2
a21oi_1        6
o211a_1        3
o21ai_0        6
nor3b_1        7
or4_1          2
xor2_1         2
mux2i_1        9
a21o_1         2
a211oi_1       6
o211ai_1       3
ha_1           8
buf_2          2
## power groups by stage
stage,clock [mW],combinational [mW],sequential (mW)
global route,0,0.138,0
CTS,0,0.125,0
finish,0,0.123,0
## kinds of logic after synthesis
| kind of cell | Yosys count | share of synthesized area |
|---|---|---|
| buf+inv | 9 | 0.07088 |
| xor+xnor | 2 | 0.02112 |
| mux | 10 | 0.1222 |
| fa+ha+maj | 9 | 0.1448 |
| compound gates | 41 | 0.3499 |
| simple gates | 41 | 0.2911 |
## worst max-delay path: stages
cell and delay [ns]:
clkdlybuf4s50_1 0.47, ha_1 0.28, fa_1 0.43, a211oi_1 0.27, o21bai_1 0.13, mux2i_1 0.13
nand2_1 0.07, clkdlybuf4s50_1 0.46
## metal layers
metal | routed length (um) | global-route usage | vias up
met5 | 0 | 0 | -
met4 | 0 | 0.001761 | 0
met3 | 80 | 0.005682 | 0
met2 | 1039 | 0.1156 | 20
met1 | 1296 | 0.1109 | 419
li1 | - | - | 492
## worst min path at each step
stage | end | slack, ns | cells after the start
6_report | alu_out[2] | 2.81 | 4
5_1_grt | a_is_zero | 2.85 | 4
4_1_cts | alu_out[2] | 2.82 | 4
## through the flow
stage | util | total power, mW | std cells | instance area [um^2]
2_1_floorplan | - | 0.07197 | 112 | 829.5
3_3_place_gp | 0.3322 | 0.1230 | 181 | 1135
3_5_place_dp | 0.3322 | 0.1240 | 181 | 1135
4_1_cts | 0.3322 | 0.1249 | 181 | 1135
5_1_grt | 0.3322 | 0.1382 | 181 | 1135
6_report | 0.3322 | 0.1234 | 181 | 1135
## final cells by class
type / instances / area (um^2) / area share
tap: 46 / 57.56 / 0.05072
multi-input combinational: 103 / 770.7 / 0.6792
timing repair buffer: 31 / 302.8 / 0.2668
inverter: 1 / 3.754 / 0.003308
Power and IR drop assume default switching activity.
