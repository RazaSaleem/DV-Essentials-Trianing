<file path="run.sh">
#!/bin/bash
# OpenROAD 26Q1-2900-gdf79404cd8, Yosys 0.63+post, stock flow scripts
make -C /OpenROAD-flow-scripts/flow DESIGN_CONFIG=/design/flow/config.mk WORK_HOME=/design/flow/orfs finish
</file>
<file path="config.mk">
export PLATFORM = sky130hd
export DESIGN_NAME = memory
export DESIGN_NICKNAME = memory
export VERILOG_FILES = /design/flow/design.v
export SDC_FILE = /design/flow/constraint.sdc
export NUM_CORES = 4
export LEC_CHECK = 1
export CORE_UTILIZATION = 40
</file>
<file path="constraint.sdc">
current_design memory

set clk_period 4.7
set clk_io_pct 0.2

create_clock -name clk0 -period $clk_period [get_ports {clk}]

set non_clock_inputs [all_inputs -no_clocks]
set_input_delay [expr $clk_period * $clk_io_pct] -clock clk0 $non_clock_inputs
set_output_delay [expr $clk_period * $clk_io_pct] -clock clk0 [all_outputs]
</file>
<file path="design.v">
module memory #(
  parameter integer AWIDTH=5, 
  parameter integer DWIDTH=8
)
  (
    input	wire				clk	,
    input	wire				wr	,
    input	wire				rd	,
    input	wire  [AWIDTH-1:0] addr	,
    inout	wire  [DWIDTH-1:0] data
  );
  reg [DWIDTH-1:0]  array [0:2**AWIDTH-1];
  always @ (posedge clk)
    if ( wr ) array[addr] = data;
  assign data = rd ? array[addr] : 'bz;
endmodule
</file>
==> results.ini <==
[synth]
async_flop_share_pct=0
synth_stat.cells=568
postSynthRegisterBits=256
post_synth_ao_oa_area_fraction_pct=4.05
netlist_instances=568
yosysSeqAreaShare_pct=76.5
synth.cell_area_um2=10000
edf_count=256
synth.cellmix.simpleShare_pct=4.93
syn_area_per_cell_um2=17.7
synth_largest_type_area_fraction_pct=76.5
total_cell_area_reported_by_yosys_after_synthesis_um2=10000
synthXorXnorAreaFrac_pct=0
fa_ha_area_share_pct=0
synth_top_cell_by_area=sky130_fd_sc_hd__edfxtp_1
commonest_cells_in_the_netlist=sky130_fd_sc_hd__edfxtp_1 (256), sky130_fd_sc_hd__mux2i_1 (128), sky130_fd_sc_hd__o22ai_1 (63)
topCombFamilyByArea=multiplexers
synthDistinctLibCells=23
synth-main-ff-cell=sky130_fd_sc_hd__edfxtp_1
top_cell=sky130_fd_sc_hd__edfxtp_1
cell_types_occupying_the_most_area_after_synthesis=sky130_fd_sc_hd__edfxtp_1 (77%), sky130_fd_sc_hd__mux2i_1 (13%), sky130_fd_sc_hd__o22ai_1 (3.9%), sky130_fd_sc_hd__buf_2 (1.1%), sky130_fd_sc_hd__nor2_1 (1.1%)
post_synth_mux_area_share_pct=12.8
yosys_warnings=2

[floorplanning]
rows=57
chipHeight_um=160
io_pins=16
floorplanUtilization_pct=41.1
chipWidth_um=160

[placed_design]
portBuffers=6
gp_congestion=0.844
dp_hpwl_mm=12.5
placed_cells_incl_taps=890
detailed_place.area_um2=10600
dpl_worst_slack_ns=0.407

[outcome]
error_line=[error] [KeplerFormal.cpp:679] Workflow failed: Iso has multiple drivers: .data0, _541_.Y0
stop_stage=4_1_cts
status=stopped before the end

[clock_network]
root_buffer=sky130_fd_sc_hd__clkbuf_16
cts.hold.buffers_added=0
clockBufferDepth=3
h_tree_depth=1
cts_resized=0
cts.sink_count=256
cts_setup_buffers=0
cts_inserted_buffers=26

## kinds of logic after synthesis
logic type	after synthesis
flip-flops	256
multiplexers	128
AND/OR/NAND/NOR	85
AND-OR/OR-AND	64
buffers and inverters	35
