### flow/config.mk
export PLATFORM = sky130hd
export DESIGN_NAME = controller
export DESIGN_NICKNAME = controller
export VERILOG_FILES = /design/flow/design.v
export SDC_FILE = /design/flow/constraint.sdc
export NUM_CORES = 4
export LEC_CHECK = 1
export CORE_AREA = 10 10 70 70
export DIE_AREA = 0 0 80 80
### flow/constraint.sdc
current_design controller

set clk_period 1.4
set clk_io_pct 0.2

create_clock -name clk0 -period $clk_period

set non_clock_inputs [all_inputs -no_clocks]
set_input_delay [expr $clk_period * $clk_io_pct] -clock clk0 $non_clock_inputs
set_output_delay [expr $clk_period * $clk_io_pct] -clock clk0 [all_outputs]
### flow/design.v
module controller (phase, opcode, zero, sel, rd, ld_ir, inc_pc, halt, ld_pc, data_e, ld_ac, wr);
  input	wire [2:0] phase	;
  input	wire [2:0] opcode	;
  input				 zero	;    
  output reg		 sel	;    
  output reg		 rd		;    
  output reg		 ld_ir	;    
  output reg		 inc_pc	;    
  output reg		 halt	;    
  output reg		 ld_pc	;    
  output reg		 data_e	;    
  output reg		 ld_ac 	;   
  output reg		  wr	;   
 localparam integer HLT=0, SKZ=1, ADD=2, AND=3, XOR=4, LDA=5, STO=6, JMP=7;
  reg H,A,Z,J,S;
  always @(*) begin
    H = (opcode == HLT);
    A = (opcode == ADD || opcode == AND || opcode == XOR || opcode == LDA);
    Z = (opcode == SKZ && zero);
    J = (opcode == JMP);
    S = (opcode == STO);
    case( phase )
      0:begin sel=1;rd=0;ld_ir=0;inc_pc=0;halt=0;ld_pc=0;data_e=0;ld_ac=0;wr=0;end
      1:begin sel=1;rd=1;ld_ir=0;inc_pc=0;halt=0;ld_pc=0;data_e=0;ld_ac=0;wr=0;end
      2:begin sel=1;rd=1;ld_ir=1;inc_pc=0;halt=0;ld_pc=0;data_e=0;ld_ac=0;wr=0;end
      3:begin sel=1;rd=1;ld_ir=1;inc_pc=0;halt=0;ld_pc=0;data_e=0;ld_ac=0;wr=0;end
      4:begin sel=0;rd=0;ld_ir=0;inc_pc=1;halt=H;ld_pc=0;data_e=0;ld_ac=0;wr=0;end
      5:begin sel=0;rd=A;ld_ir=0;inc_pc=0;halt=0;ld_pc=0;data_e=0;ld_ac=0;wr=0;end
      6:begin sel=0;rd=A;ld_ir=0;inc_pc=Z;halt=0;ld_pc=J;data_e=S;ld_ac=0;wr=0;end
      7:begin sel=0;rd=A;ld_ir=0;inc_pc=0;halt=0;ld_pc=J;data_e=S;ld_ac=A;wr=S;end
    endcase
  end
endmodule
### flow/run.sh
#!/bin/bash
# OpenROAD 26Q1-2900-gdf79404cd8, Yosys 0.63+post, stock flow scripts
make -C /OpenROAD-flow-scripts/flow DESIGN_CONFIG=/design/flow/config.mk WORK_HOME=/design/flow/orfs finish
==> flow_summary.ini <==
; generated from flow reports
[critical_path]
critPathTopFamily = simple AND/OR/NAND/NOR gates
setup.worst_path.start_class = input pin
crit_fanout = 3
crit_type = in2out
critPathBufInv = 2
worstPathArrival_ps = 1110
max_stage_delay_ps = 520
cp-end-kind = output pin
cp_slowest_cell = or4_1
path_cells = buf_2, or4_1, nor2_1, clkbuf_2
crit_start = phase[1]
cp.required_ps = 1120

[logic_synthesis]
synth_cell_types = 11
ys_area_um2 = 95.1
largest_area_cell = nor2_1
yosysTopAreaCellShare = 0.197
synthTopCellsByArea = nor2_1, nand4bb_1, a21oi_1
synth_seq_share = 0
synth_warnings = 1
syn_area_per_cell_um2 = 5.59
syn_area_um2 = 95.1
synthesis.instances = 17
ys_cells = 17

[die]
fp-utilization = 0.0278
fp.dieH_um = 80
die_area_mm2 = 0.00640
die_w_um = 80
coreArea_mm2 = 0.00342
num_io_pins = 16
num_rows = 21

[routing]
wl_per_cell_um = 7.41
drt-initial-drc-count = 2
num_antenna_cells = 0
wirelength_um = 615
num_vias = 194
drc = 0
routed_via_density = 2.34
drt-pass1-iter-count = 2
ant_nets = 0

[final_timing]
finalCritPeriodShare = 0.991
max_slew.worst_pin.slew_ps = 167
rsz0062_at_grt = true
slew_viol_final = 0
fin_setup_tns_ps = 0
hold_viol_final = 0
setup_viol = 0
relSlewSlack = 0.888
post-route-min-period_ps = 1390
timing.fmax_mhz = 721

[final_layout]
postLayoutCoreUtil = 0.0963
n_clock_buffer = 0
mi_logic_area_um2 = 101
syn_to_final_growth_pct = 246
stdcell_count = 83
design.seq.count = 0
fillers = 411
regArea_um2 = 0
drive_gt1_frac = 0.378

[pwr]
pwr-share-seq = 0
combPwrFrac = 1.000
switching_power_uw = 21.6
switching_share = 0.378
power_frac_clock = 0
power.leakage_uw = 0.000149
power_per_cell_area_mw_per_mm2 = 173
p_int_uw = 35.4
ir_drop_v = 0.0000205

[global_route]
grt_use_total = 0.0203
grt_pass1_vias = 215
antenna_found_initial = 0
grt_max_degree = 6
overflow = 0
grt_pass1_wl_mm = 1.10

[job]
warnings = 34
drv_cap = 0

[clock_network]
hold_buffers = 0
cts_setup_buffers = 0

[min_path]
hold_path.class = in2out
min_from = phase[1]

[place]
place_congestion = 0.733
hpwl_um = 563
placedCellCount = 83
io_buffers = 16

[status]
status = finished clean
[stage by stage]
step           setup slack (ps)  hold WS (ps)  power (uW)  area (um^2)
3_5_place_dp               -719          1540        66.8          343
2_1_floorplan               285           569        11.9         95.1
3_3_place_gp               -709          1540        66.5          343
6_report                   13.1           892        57.0          329
4_1_cts                    -227           966        60.1          342
5_1_grt                   -44.5           929        64.2          329
[synthesized netlist by cell type]
library cell	count
a21oi_1	2
inv_1	2
nand2b_1	1
nand3_1	1
nand4_1	1
nand4bb_1	1
nor2_1	5
nor2b_1	1
nor3b_1	1
or4_1	1
xnor2_1	1
[power by group through the flow]
stage	Sequential (uW)	Combinational (uW)	Clock, uW
CTS	0	60.1	0
global route	0	64.2	0
finish	0	57.0	0
[cells by family (layout without fill, tap and decap cells)]
family | Yosys count | in the layout | synth area share
buffers and inverters | 2 | 22 | 0.0790
AND/OR/NAND/NOR | 12 | 12 | 0.724
AND-OR/OR-AND | 2 | 2 | 0.105
XOR/XNOR | 1 | 1 | 0.0921
[worst min-delay path, stage by stage]
cell,delay [ps]
buf_2,100
or4_1,110
nor2_1,30
clkbuf_2,80
[layout by cell type, fill, tap and decap left out, drive strengths merged, types with 2 or more instances in the layout]
master and count:
buf 9, nor2 5, a21oi 2, dlygate4sd2 6, clkdlybuf4s15 2, inv 2
[per-layer routing]
metal | wire, um | GRT usage | vias up | part of all wire
met4 | 0 | 0 | 0 | 0
met3 | 97 | 0.00682 | 0 | 0.16
li1 | - | - | 101 | -
met5 | 0 | 0 | - | 0
met1 | 255 | 0.0264 | 82 | 0.41
met2 | 262 | 0.0337 | 11 | 0.43
[final timing paths]
check / endpoint / depth (start not counted)
max: halt / 4
min: halt / 4
[what timing repair did]
action                                  CTS  global route
endpoints found under the setup margin    9             6
gates resized                            30             9
pin swaps                                 7             4
[cell type report]
cell class	instances	share of cell area
tap	46	0.175
inverter	2	0.0228
multi-input combinational	15	0.308
timing repair buffer	20	0.494
Power is estimated from default activity; no workload was simulated.
